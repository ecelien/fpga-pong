===== flow/run.sh =====
#!/bin/bash
# OpenROAD 26Q1-2900-gdf79404cd8, Yosys 0.63+post, stock flow scripts
make -C /OpenROAD-flow-scripts/flow DESIGN_CONFIG=/design/flow/config.mk WORK_HOME=/design/flow/orfs finish

===== flow/config.mk =====
export PLATFORM = sky130hd
export DESIGN_NAME = vga_controller
export DESIGN_NICKNAME = vga_controller
export VERILOG_FILES = /design/flow/design.v
export SDC_FILE = /design/flow/constraint.sdc
export NUM_CORES = 4
export LEC_CHECK = 1
export CORE_UTILIZATION = 30

===== flow/constraint.sdc =====
current_design vga_controller

set clk_period 2.3
set clk_io_pct 0.2

create_clock -name clk0 -period $clk_period [get_ports {clk_100MHz}]

set non_clock_inputs [all_inputs -no_clocks]
set_input_delay [expr $clk_period * $clk_io_pct] -clock clk0 $non_clock_inputs
set_output_delay [expr $clk_period * $clk_io_pct] -clock clk0 [all_outputs]

===== flow/design.v =====
`timescale 1ns / 1ps
module vga_controller(
    input clk_100MHz,    
    input reset,         
    output video_on,     
    output hsync,        
    output vsync,        
    output p_tick,       
    output [9:0] x,      
    output [9:0] y       
    );
    parameter HD = 640;              
    parameter HF = 48;               
    parameter HB = 16;               
    parameter HR = 96;               
    parameter HMAX = HD+HF+HB+HR-1;  
    parameter VD = 400;              
    parameter VF = 12;               
    parameter VB = 35;               
    parameter VR = 2;                
    parameter VMAX = VD+VF+VB+VR-1;  
	reg  [1:0] r_25MHz;
	wire w_25MHz;
	always @(posedge clk_100MHz or posedge reset)
		if(reset)
		  r_25MHz <= 0;
		else
		  r_25MHz <= r_25MHz + 1;
	assign w_25MHz = (r_25MHz == 0) ? 1 : 0;  
    reg [9:0] h_count_reg, h_count_next;
    reg [9:0] v_count_reg, v_count_next;
    reg v_sync_reg, h_sync_reg;
    wire v_sync_next, h_sync_next;
    always @(posedge clk_100MHz or posedge reset)
        if(reset) begin
            v_count_reg <= 0;
            h_count_reg <= 0;
            v_sync_reg  <= 1'b0;
            h_sync_reg  <= 1'b0;
        end
        else begin
            v_count_reg <= v_count_next;
            h_count_reg <= h_count_next;
            v_sync_reg  <= v_sync_next;
            h_sync_reg  <= h_sync_next;
        end
    always @(posedge w_25MHz or posedge reset)       
        if(reset)
            h_count_next = 0;
        else
            if(h_count_reg == HMAX)                  
                h_count_next = 0;
            else
                h_count_next = h_count_reg + 1;         
    always @(posedge w_25MHz or posedge reset)
        if(reset)
            v_count_next = 0;
        else
            if(h_count_reg == HMAX)                  
                if((v_count_reg == VMAX))            
                    v_count_next = 0;
                else
                    v_count_next = v_count_reg + 1;
    assign h_sync_next = (h_count_reg >= (HD+HB) && h_count_reg <= (HD+HB+HR-1));
    assign v_sync_next = (v_count_reg >= (VD+VB) && v_count_reg <= (VD+VB+VR-1));
    assign video_on = (h_count_reg < HD) && (v_count_reg < VD);  
    assign hsync  = h_sync_reg;
    assign vsync  = v_sync_reg;
    assign x      = h_count_reg;
    assign y      = v_count_reg;
    assign p_tick = w_25MHz;
endmodule

==> qor.txt <==
post-CTS clock slew at the launch and capture registers of the worst setup and hold paths: 0.09 ns
Synthesized registers: 44
number of buffers added on ports: 25
initial antenna violation count: 0
Wirelength per Cell: 13.6 um
hold crit path type: reg -> reg
area post-placement: 2100 um^2
yosys synthesis chip area: 1760 um^2
Std-Cell Core Area: 5570 um^2
GRT Residual Overflow: 0
standard-cell rows: 27
number of buffers added to fix hold violations after cts: 0
critical path peak fanout: 6
number of global-route vias before repair: 1030
pin count of the biggest net entering global routing: 45
Post-Route WL: 3310 um
crit path capture type: primary output
slew margin rel.: 62.5%
total die size: 6180 um^2
Initial DRC Count: 89
hold wc startpoint: r_25MHz[0]
Top cells excl fill/tap: sky130_fd_sc_hd__dfrtp_1, sky130_fd_sc_hd__clkdlybuf4s50_1, sky130_fd_sc_hd__nand2_1, sky130_fd_sc_hd__xor2_1
clock tree from TritonCTS: yes
Tool Warnings: 28
Worst setup SP type: flip-flop
worst setup path startpoint: h_count_reg[7]
vias: 1111
CP required: 1.84 ns
Top FF cell, synth: sky130_fd_sc_hd__dfrtp_1
post-synthesis area per instance: 12.3 um^2
global-route wire length before repair: 5560 um
First-pass DRT Iterations: 4
Post-synth EDFFs: 0
worst r2r src: v_count_reg[0]
reported leakage power: 0.937 nW
clock latency reported for the late side of the worst-skew pair: 0.27 ns
total clock buffers created by CTS: 3
last element of the critical path: video_on
gpl congestion: 0.851
post-layout minimum cycle time: 2.09 ns
register share after synthesis: 62.5%
fraction of final layout cells sized beyond drive strength 1: 9.36%
HPWL after detailed placement: 2230 um
Dominant cell area share: 62.5%
setup total negative slack: 0 ns
setup slack at placement: 0.502 ns
Post-Route Skew: 0.00795 ns
buffer type at the clock tree root: sky130_fd_sc_hd__clkbuf_8
worst-margin pin slew: 0.562 ns
cell total in the yosys stat output: 143
H-Tree Level Count: 1
list of cells traversed by the critical path: o21a_1, nor3_1, clkdlybuf4s50_1
remaining design rule violation count: 0
longest individual stage delay on the worst path: 0.49 ns
number of unconstrained endpoints: 40
Ant. Diodes: 0
Die X: 78.6 um
cell taking the most area after synthesis: sky130_fd_sc_hd__dfrtp_1
RSZ-0062 raised after global routing: no
area added between synthesis and finish: 22.3%
cells resized by post-CTS repair: 0
worst setup margin: 0.208 ns
Final setup viols: 0
critical register-to-register path endpoint: v_sync_reg
type of the setup path with the least slack: reg -> out
instance count on the critical path: 3
VDD IR-drop max: 0.226 mV
io pins: 26
register pins left without a clock: 20
highest clock frequency the design can meet: 478 MHz
Vias/cell: 4.57
kind of cell with the highest combined delay on the critical path: buffers and inverters
floorplan utilization: 31.6%
Worst Path Buf+Inv: 1
data arrival time at the worst-slack endpoint: 1.63 ns
Slowest-stage cell, CP: sky130_fd_sc_hd__clkdlybuf4s50_1
flop2flop setup slack: 0.75 ns
proportion of synthesized flip-flops having asynchronous set or reset: 100%
hold violation count in the final report: 0
combined area of all synthesized cells: 1760 um^2
height of the chip: 78.6 um
post-route cell area: 2150 um^2
instance tally after logic synthesis: 143
post-CTS repair timing setup buffer count: 0
total global routing track utilization: 11.9%
Final period util: 90.9%
Max Root-Sink Buffers: 2
result of the run: complete, no violations
Max Cap Violations: 0
count of different cell masters after synthesis: 29
power density over the cells: 341 nW/um^2
max-slew violations: 0
largest cells by area after synthesis: sky130_fd_sc_hd__dfrtp_1, sky130_fd_sc_hd__xor2_1, sky130_fd_sc_hd__nand2_1
Register-to-Register Path Depth: 3
number of routed nets with antenna violations: 0
warnings from Yosys: 1
Top cell excl fill/tap: sky130_fd_sc_hd__dfrtp_1
==> layout make-up <==
class | count | area [um^2]
multi-input cells | 88 | 599
clock buffers | 4 | 55.1
fillers | 536 | 3420
flip-flops and latches | 44 | 1100
inverters | 8 | 30.0
well taps | 72 | 90.1
repair buffers | 27 | 278
==> metal layers <==
layer	global-route usage, %	routed length (um)	share of wire, %
met5	0	0	0
met3	2.48	139	4.2
met2	17.9	1520	46
met1	19.1	1620	49
met4	0.926	31	0.94
==> cell families (layout without fill, tap and decap cells) <==
family | count (synthesis) | count (layout) | share of synthesized area [%]
xor+xnor | 15 | 15 | 7.46
compound gates | 16 | 16 | 6.54
flops | 44 | 44 | 62.5
fa+ha+maj | 5 | 5 | 3.55
simple gates | 52 | 52 | 16.5
buf+inv | 11 | 39 | 3.41
==> cell usage after synthesis (all sizes together), types with 3 or more instances <==
master,count
nand3,8
and4,4
o21ai,11
nor3,3
buf,3
ha,5
and3,4
xor2,11
nand2,17
dfrtp,44
xnor2,4
inv,8
nor2,8
nand4,4
==> through the flow <==
step	util, %	total power [mW]	instances	hold slack, ns
3_3_place_gp	37.6	0.451	239	0.398
4_1_cts	38.6	0.750	243	0.411
6_report	38.6	0.734	243	0.409
2_1_floorplan	-	0.441	143	0.386
5_1_grt	38.6	0.768	243	0.451
3_5_place_dp	37.6	0.451	239	0.400
==> power breakdown <==
group / switching [mW] / total [mW] / internal, mW
sequential: 0 / 0.421 / 0.421
clock: 0.140 / 0.293 / 0.153
combinational: 0.0151 / 0.0202 / 0.00514
==> worst min path at each step <==
| stage | slack [ns] | to | cells past startpoint |
|---|---|---|---|
| after CTS | 0.41 | r_25MHz[0] | 1 |
| after global routing | 0.45 | r_25MHz[0] | 1 |
| final | 0.41 | r_25MHz[0] | 1 |
No activity file was given, so power comes from the tool's default toggle rates.
